<file path="/design/flow/run.sh">
#!/bin/bash
# OpenROAD 26Q1-2900-gdf79404cd8, Yosys 0.63+post, stock flow scripts
make -C /OpenROAD-flow-scripts/flow DESIGN_CONFIG=/design/flow/config.mk WORK_HOME=/design/flow/orfs finish
</file>
<file path="/design/flow/config.mk">
export PLATFORM = sky130hd
export DESIGN_NAME = DualPort_SRAM
export DESIGN_NICKNAME = DualPort_SRAM
export VERILOG_FILES = /design/flow/design.v
export SDC_FILE = /design/flow/constraint.sdc
export NUM_CORES = 4
export LEC_CHECK = 1
export CORE_UTILIZATION = 40
</file>
<file path="/design/flow/constraint.sdc">
current_design DualPort_SRAM

set clk_period 3.2
set clk_io_pct 0.2

create_clock -name clk0 -period $clk_period [get_ports {clk}]

set non_clock_inputs [all_inputs -no_clocks]
set_input_delay [expr $clk_period * $clk_io_pct] -clock clk0 $non_clock_inputs
set_output_delay [expr $clk_period * $clk_io_pct] -clock clk0 [all_outputs]
</file>
<file path="/design/flow/design.v">
package	RVS192_user_parameters;
	parameter	CACHE_BLOCK_SIZE = 64;	
	parameter	ICACHE_LINE = 128;				 
	parameter	ICACHE_WAY = 2;
	parameter	DCACHE_LINE = 32;				 
	parameter	DCACHE_WAY = 4;
	parameter 	DCACHE_WB_DEPTH = 10;
	parameter	L2_CACHE_LINE = 64;
	parameter 	L2_CACHE_WAY = 8;
	parameter 	L2_CACHE_WB_DEPTH = 16;
	parameter	GSHARE_HISTORY_LENGTH = 12;
	parameter 	LOCAL_HISTORY_LENGTH = 10;
	parameter	GSHARE_GPT_INDEX = 10;
	parameter 	LOCAL_LPT_INDEX = 10;
	parameter 	LOCAL_LHT_INDEX = 12;
	parameter 	BTB_INDEX = 8;
	parameter 	BTB_TAG_LENGTH = 30-BTB_INDEX;
endpackage
import 	RVS192_package::*;
import	RVS192_user_parameters::*;
module	DualPort_SRAM
#(parameter	SRAM_LENGTH = 8, parameter SRAM_DEPTH =16)
(
	output 	logic 	[SRAM_LENGTH-1:0]	data_out1, data_out2,	
	input	[SRAM_LENGTH-1:0]			data_in1, data_in2,	
	input	[$clog2(SRAM_DEPTH)-1:0]	addr1, addr2,
	input	wen1, wen2, clk
);
	logic	[SRAM_LENGTH-1:0]	SRAM	[SRAM_DEPTH-1:0];
	always_ff	@(posedge clk)
	begin
		if(wen1)
		begin
			SRAM[addr1] <= data_in1;
			data_out1 <= data_in1;
		end
		else
			data_out1 <= SRAM[addr1];	
	end
	always_ff @(posedge clk)
	begin
		if(wen2)
		begin
			SRAM[addr2] <= data_in2;
			data_out2 <= data_in2;			
		end
		else
			data_out2 <= SRAM[addr2];			
	end
endmodule
</file>
==> results.txt <==
Implementation results are summarized by area below.

Critical path
The count of cells along the worst register-to-register path is 4. On the critical path the data arrives at between 2000 and 3000 ps. The required time at the worst endpoint is listed as 3330 ps.

The startpoint type of the worst setup path is a primary input. Along the worst path, the maximum fanout reaches 16. The category of the worst setup path capture point is a register.

Looking at the setup timing report, the critical path kind is in2reg.

Routing
In the routed netlist, the antenna diode instances number 0. The met2 wirelength from detailed routing is between 10 and 15 mm. The detailed-route via count is about 6000. The routed design shows a via density per instance of 6.120.

The sum of met3 wire segment lengths after detailed routing is 2.907 mm. The first-iteration detailed-routing DRC count is 517. The detailed-route wire length on metal 1 is 9.681 mm. The post-detailed-routing wire length is 24.31 mm. After detailed routing, no signal wire sits above met4. The number of iterations in the first detailed-routing pass is 5. The post-detailed-route wirelength per cell is 24.85 um.

Per the post-route antenna check, the number of violating nets is 0. After detailed routing, the number of remaining DRC violations is 0.

Clock network
Gates resized during post-CTS repair numbered 0. After clock tree synthesis, the setup repair step added 0 buffers. TritonCTS built the clock tree. The clock sink count is 144. The root buffer cell chosen for the clock tree is clkbuf_16. The clock edge transition at the registers on the reported setup and hold paths is 60 ps. The number of buffers on the longest clock path is 2. The clock latency on the worst-skew pair is 420 ps. The number of levels in the clock H-tree is 4.

The number of buffers created by CTS is 17. The number of hold buffers added after CTS was 0.

Yosys
The cell type with the largest total area is edfxtp_1. The number of synthesized register bits is approximately 140. In this run, synthesis inferred roughly 130 flip-flops with an integrated enable. The number of distinct library cell variants in the gate-level netlist after synthesis is 36. In the synthesized netlist the async set-or-reset flop fraction comes to 0%. In the post-synthesis netlist, the biggest area contributors are edfxtp_1 (47%), mux2i_1 (10%), mux2_2 (6.6%). The total cells reported by yosys after synthesis is around 650. The area of the mapped netlist is roughly 0.0082 mm^2.

After technology mapping, the gate count stands at 653. Sequential cells were found to cover 50.93% of the synthesized design area. Looking at the cell usage after synthesis, the top flip-flop cell is edfxtp_1. The synthesized chip area reported by yosys is 0.008177 mm^2. The Yosys warning count is 2. Per the post-synthesis stats, the area per cell is 12.52 um^2.

Of the post-synthesis cell area, the dominant cell type holds 47.01%.

Floorplanning
According to the floorplan report, the total die area is around 0.021 mm^2. Before placement the cells fill 41.47% of the core. The die is 145.0 um wide. After floorplanning, the core was sized to cover 0.01972 mm^2. From bottom edge to top edge, the die measures 145.0 um.

The floorplan has slightly above 50 rows. During I/O placement, the number of pins put on the boundary was 43.

Power
For this design the static power due to leakage is 3.417 nW. The report lists the power per cell area as 501.3 mW/mm^2. The peak supply drop is 0.3440 mV.

Global route
Overall routing resource usage recorded by global route was around a quarter. Entering global routing, the biggest net connects a little over 40 pins. The final global-route overflow total is 0.

The via count of the first global-routing pass is 6164. The initial antenna violation count is 0. The global-route wire length before repair is 36.98 mm.

Outcome
The flow ran to the end, and the final reports show no timing, DRC or antenna violations.

STA
The total setup violations reported at the end of the flow is 0. The final clock period utilization by the worst path is between 80 and 90%. Setup repair after global routing left no endpoint under its margin. After layout, the worst setup slack is 618.5 ps.

After layout, the minimum clock period comes to 2582 ps. Headroom to the max-slew limit came out at 36.46%. The final count of hold timing violations is 0. The clock skew is 7.340 ps. For the final routed database, the setup TNS stands at 0 ps. The final tally of max-slew violations is 0. The slew at the pin with the worst max-slew slack is between 900 and 1000 ps. Timing would allow up to 0.3874 GHz.

Placement
Per the gpl log, the routability congestion estimate is 0.9522. Counting tap cells, the placed design contains a total of between 900 and 1000 instances. The pre-CTS setup slack is 228.1 ps. The wire-length estimate of the detail-placed layout is 16.80 mm. The total of buffers placed on input and output ports is around 42.

Worst hold path
The min-delay analysis places its worst path in the category reg2reg. The worst hold path passes through 4 cells.

Final layout
The final report lists a non-filler cell total of 978. Of the cells placed in the final design, the portion with a size suffix greater than 1 is 21.88%. The area overhead of the layout relative to synthesis is 16.60%.

Run
The stage logs contain a warning count of 25. Across the run, the number of max-cap violations was 0.
metrics by stage:
| step | power, W | util, % | hold slack [ps] | area (um^2) |
|---|---|---|---|---|
| after floorplan | 0.002568 | - | 645.4 | 8177 |
| after global placement | 0.002803 | 45.35 | 767.6 | 8942 |
| after detailed placement | 0.002808 | 45.35 | 763.7 | 8942 |
| after CTS | 0.004796 | 48.35 | 792.5 | 9534 |
| after global routing | 0.004928 | 48.35 | 831.4 | 9534 |
| final | 0.004780 | 48.35 | 804.1 | 9534 |
cell type report:
cell class | count | area [um^2]
tap | 265 | 331.6
sequential | 144 | 4164
timing repair buffer | 85 | 753.2
fill | 1655 | 10180
clock buffer | 21 | 450.4
clock inverter | 11 | 141.4
inverter | 11 | 41.29
multi-input combinational | 441 | 3652
report_power, final:
part	internal (W)	leakage (nW)	switching, W
registers	0.00214	1.30	0.0000412
clock network	0.00124	0.283	0.000760
logic	0.000273	1.84	0.000321
total	0.00366	3.42	0.00112
routing by layer:
metal	up-vias	GRT usage [%]
met1	2904	35.43
met5	-	0
met3	43	12.21
met4	0	5.798
met2	408	37.43
li1	2630	-
flip-flops by register name, indices dropped and copies added (netlist names):
name	flops
SRAM	128
data_out1	8
data_out2	8
synth_stat cells, types with 2 or more instances:
cell / count
o21ai_0: 64
clkbuf_1: 23
dfxtp_1: 16
nand3b_1: 9
mux4_2: 24
nor4_1: 7
a211oi_1: 4
or3_1: 3
buf_6: 6
o21bai_1: 3
or3b_2: 4
nand2_1: 64
nor3_2: 2
a2bb2oi_1: 5
buf_2: 23
o22ai_1: 37
nor3_1: 5
mux2_2: 48
mux4_1: 8
a22o_1: 9
nor2b_1: 7
a22oi_1: 8
edfxtp_1: 128
nand3_1: 8
buf_4: 4
a21oi_1: 10
inv_1: 11
nand2b_1: 10
mux2i_1: 84
nor2_1: 13
cells by family after synthesis:
group           synth area share [%]
buf+inv                        4.407
simple gates                   8.355
flops                          50.93
compound gates                 10.24
mux                            26.08
cell usage in the layout, fill, tap and decap left out, drive strengths merged:
cell and n:
edfxtp 128, mux2i 84, nand2 65, o21ai 64
mux2 48, buf 46, clkdlybuf4s50 39, o22ai 37
mux4 32, clkbuf 21, dfxtp 16, nor2 13
inv 11, nand2b 10, a21oi 10, nand3b 9
a22o 9, nand3 9, a22oi 8, nor2b 7
nor4 7, nor3 7, a2bb2oi 5, or3b 5
clkinv 5, a211oi 4, or3 3, o21bai 3
bufinv 3, clkinvlp 3, and2 1, or2 1
worst paths after layout:
path	start	endpoint	slack, ps
max reg2reg	SRAM[2][6]$_DFFE_PP_	data_out2[6]$_DFF_P_	1430
min	SRAM[9][0]$_DFFE_PP_	data_out1[0]$_DFF_P_	800
max	addr2[0]	SRAM[8][5]$_DFFE_PP_	620
min reg2reg	SRAM[9][0]$_DFFE_PP_	data_out1[0]$_DFF_P_	800
worst max-delay path, stage by stage:
cell and delay (ps):
clkdlybuf4s50_1 800, nor2_1 550, nand2_1 270, o21bai_1 260
buf_4 180
No activity file was given, so power comes from the tool's default toggle rates.
