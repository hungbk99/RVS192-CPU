==> /design/flow/design.v <==
package	RVS192_user_parameters;
	parameter	CACHE_BLOCK_SIZE = 64;	
	parameter	ICACHE_LINE = 128;				 
	parameter	ICACHE_WAY = 2;
	parameter	DCACHE_LINE = 32;				 
	parameter	DCACHE_WAY = 4;
	parameter 	DCACHE_WB_DEPTH = 10;
	parameter	L2_CACHE_LINE = 64;
	parameter 	L2_CACHE_WAY = 8;
	parameter 	L2_CACHE_WB_DEPTH = 16;
	parameter	GSHARE_HISTORY_LENGTH = 12;
	parameter 	LOCAL_HISTORY_LENGTH = 10;
	parameter	GSHARE_GPT_INDEX = 10;
	parameter 	LOCAL_LPT_INDEX = 10;
	parameter 	LOCAL_LHT_INDEX = 12;
	parameter 	BTB_INDEX = 8;
	parameter 	BTB_TAG_LENGTH = 30-BTB_INDEX;
endpackage
module	Check_Set
#(
parameter	CHECK_LINE = 128,
parameter 	KIND = "L1"
)
(
	output										check,	
	input			[$clog2(CHECK_LINE)-1:0]	read_index,
	input			[$clog2(CHECK_LINE)-1:0]	write_index,	
	input 										set,
	input										clear,
	input 										clk,
	input 										rst_n
);
	logic 	[CHECK_LINE-1:0]	CHECK;
	generate
	if(KIND == "L1") 
	begin
		always_ff @(posedge clk or negedge rst_n)
		begin
			if(!rst_n)
				CHECK <= '0;
			else if(set)
				CHECK[write_index] <= 1'b1;
			else if(clear)
				CHECK[write_index] <= 1'b0;
		end
		assign 	check = CHECK[read_index];	
	end 
	else if(KIND == "L2") 
	begin
		always_ff @(posedge clk or negedge rst_n)
		begin
			if(!rst_n)
				CHECK <= '0;
			else if(write)
				CHECK[replace_index] <= 1'b1;
		end
		assign 	check = CHECK[index];	
	end
	endgenerate
endmodule
==> /design/flow/run.sh <==
#!/bin/bash
# OpenROAD 26Q1-2900-gdf79404cd8, Yosys 0.63+post, stock flow scripts
make -C /OpenROAD-flow-scripts/flow DESIGN_CONFIG=/design/flow/config.mk WORK_HOME=/design/flow/orfs finish
==> /design/flow/config.mk <==
export PLATFORM = sky130hd
export DESIGN_NAME = Check_Set
export DESIGN_NICKNAME = Check_Set
export VERILOG_FILES = /design/flow/design.v
export SDC_FILE = /design/flow/constraint.sdc
export NUM_CORES = 4
export LEC_CHECK = 1
export CORE_UTILIZATION = 50
==> /design/flow/constraint.sdc <==
current_design Check_Set

set clk_period 4.3
set clk_io_pct 0.2

create_clock -name clk0 -period $clk_period [get_ports {clk}]

set non_clock_inputs [all_inputs -no_clocks]
set_input_delay [expr $clk_period * $clk_io_pct] -clock clk0 $non_clock_inputs
set_output_delay [expr $clk_period * $clk_io_pct] -clock clk0 [all_outputs]
==> summary.json <==
{
  "drv_cap": {"value": 0},
  "synth.cellmix.compoundShare": {"value": 0.0385},
  "finalCoreUtilization": {"value": 0.585},
  "rsz0062_at_grt": {"value": "no"},
  "finClkSkew": {"value": 0, "unit": "ns"},
  "path_cells": {"value": "dlygate4sd2_1, buf_4, mux4_2, mux4_2, and3b_1, a31oi_1, nand4_1, clkdlybuf4s50_1"},
  "cts_sinks": {"value": 128},
  "final_period_minus_worst_setup_slack": {"value": 4.14, "unit": "ns"},
  "antenna_left": {"value": 0},
  "r2r_setup_slack": {"value": 3.49, "unit": "ns"},
  "timing.critical_path.slowest_cell_delay": {"value": 0.49, "unit": "ns"},
  "post_synth_main_logic_family": {"value": "multiplexers"},
  "critPathArrivalTime": {"value": 3.28, "unit": "ns"},
  "p_leak": {"value": 3.54, "unit": "nW"},
  "layout_cell_share_with_drive_strength_beyond_1": {"value": 0.345},
  "critical-path-top-cell-by-count": {"value": "mux4_2"},
  "global_route.overflow_total": {"value": 0},
  "synth-edff-count": {"value": 0},
  "cts_resized": {"value": 2},
  "dpl.cell_count": {"value": 779},
  "area_fraction_in_mux_cells": {"value": 0.307},
  "top_level_ports": {"value": 19},
  "post_cts.repair.setup_buffers": {"value": 0},
  "fmax": {"value": 242, "unit": "MHz"},
  "yosys_cells": {"value": 599},
  "critPathTopFamily": {"value": "buffers and inverters"},
  "timing.critical_path.depth": {"value": 8},
  "post_synth_inst_count": {"value": 599},
  "final.period_utilization": {"value": 0.963},
  "status": {"value": "finished clean"},
  "p_int": {"value": 0.00263, "unit": "W"},
  "clkLatencyLatePin": {"value": 0.41, "unit": "ns"},
  "timing.final.hold_violations": {"value": 0},
  "end_kind": {"value": "primary output"},
  "swShare": {"value": 0.251},
  "irDropWorstVdd": {"value": 0.271, "unit": "mV"},
  "crit_path_max_fanout": {"value": 8},
  "cts-buffers-inserted": {"value": 17},
  "slew_headroom": {"value": 0.383},
  "rows": {"value": 43},
  "combined_buffer_and_inverter_count_along_the_critical_path": {"value": 3},
  "hold_path.class": {"value": "input pin to asynchronous set/reset pin"},
  "grt_pass1_wl": {"value": 29100, "unit": "µm"},
  "setup_violations": {"value": 0},
  "drc_errors": {"value": 0},
  "cts_tree": {"value": "built"},
  "combPwrFrac": {"value": 0.156},
  "place.port_buffers": {"value": 18},
  "antenna_found_initial": {"value": 0},
  "groute.usage.overall": {"value": 0.280},
  "worst_path_max_delay_cell": {"value": "mux4_2"},
  "fp.dieArea": {"value": 14600, "unit": "µm²"},
  "layout-area-overhead-vs-synth": {"value": 14.3, "unit": "%"},
  "xor_share": {"value": 0.00247},
  "fillers": {"value": 1102},
  "ys_sh_adder": {"value": 0.00530},
  "synth-async-reset-ratio": {"value": 1.00},
  "synth_cell_types": {"value": 51},
  "detail_route.antenna_diodes": {"value": 0},
  "cp_data_required_time": {"value": 3.44, "unit": "ns"},
  "ys_dominant_reg_cell": {"value": "dfrtp_1"},
  "setup_ws": {"value": 0.161, "unit": "ns"},
  "power_per_cell_area": {"value": 433, "unit": "nW/µm²"},
  "clock-root-buffer": {"value": "clkbuf_16"},
  "yosysWarningCount": {"value": 1},
  "total_power": {"value": 0.00351, "unit": "W"},
  "log.warning_count": {"value": 27},
  "place.gp.congestion": {"value": 0.871},
  "power_switching": {"value": 0.000880, "unit": "W"},
  "fp.dieW": {"value": 121, "unit": "µm"},
  "hold_buffers": {"value": 0},
  "vias": {"value": 4978},
  "yosys.area_share.simple": {"value": 0.155},
  "grt_pass1_vias": {"value": 5219},
  "max_slew_violation_count": {"value": 0},
  "yosys_area": {"value": 7080, "unit": "µm²"},
  "reg2regPathDepth": {"value": 1},
  "criticalPathCategory": {"value": "input pin to primary output"},
  "initCoreUtil": {"value": 0.512},
  "grt_max_degree": {"value": 94},
  "pwr-share-seq": {"value": 0.423},
  "drt-vias-per-instance": {"value": 6.14},
  "place_hpwl": {"value": 11600, "unit": "µm"},
  "fp.dieH": {"value": 121, "unit": "µm"},
  "clk_pin_slew_worst_paths": {"value": 0.05, "unit": "ns"},
  "synth_area_per_cell": {"value": 11.8, "unit": "µm²"},
  "ys.flops": {"value": 128},
  "placeableCoreArea": {"value": 13800, "unit": "µm²"},
  "firstDrtPassIters": {"value": 4},
  "clock_power_share": {"value": 0.421},
  "synth-seq-area-share": {"value": 0.452},
  "wire_per_inst": {"value": 22.1, "unit": "µm"},
  "post-place-ws": {"value": -0.0842, "unit": "ns"},
  "worst-slew-pin-transition": {"value": 0.919, "unit": "ns"},
  "drtIter0Drc": {"value": 328},
  "cts.htree.levels": {"value": 4},
  "post_synthesis_instance_area": {"value": 7080, "unit": "µm²"},
  "holdWs": {"value": 0.488, "unit": "ns"},
  "cp-start-kind": {"value": "input pin"},
  "layoutNonFillerInstCount": {"value": 811},
  "drt-total-wl": {"value": 18000, "unit": "µm"},
  "clock_tree.buffer_depth": {"value": 2}
}
## cells by family (layout without fill, tap and decap cells)
family	count (synthesis)	count (layout)
and+or+nand+nor	216	216
muxes	160	160
DFF	128	128
buffers and inverters	57	89
AOI/OAI and AO/OA	33	33
adders and majority gates	3	3
xor gates and xnor gates	2	2
## cell usage after synthesis (all sizes together) (3+ instances only)
cell,n,area share
dfrtp,128,0.45
mux2,118,0.19
nand3,73,0.052
nand2,51,0.027
mux4,33,0.10
clkbuf,31,0.016
nor2,24,0.013
buf,20,0.020
nand4,17,0.015
nor3,12,0.0085
o21ai,11,0.0078
mux2i,9,0.013
and3,6,0.0053
inv,6,0.0032
nor4,6,0.0053
nor2b,5,0.0044
nand3b,4,0.0042
nand4b,4,0.0049
a2111oi,3,0.0090
a211oi,3,0.0032
and3b,3,0.0039
ha,3,0.0053
or3,3,0.0041
## cells in the final DEF (no fill, tap or decap), drive strengths merged, types with 5 or more instances in the layout
cell type      netlist  final
nor4                 6      6
mux2               118    118
clkinv               0      5
nand2               51     51
mux4                33     33
clkdlybuf4s50        0     13
and3                 6      6
nand3               73     73
o21ai               11     11
mux2i                9      9
nand4               17     17
buf                 20     36
clkbuf              31     22
nor3                12     12
nor2b                5      5
inv                  6      6
dfrtp              128    128
nor2                24     24
## power groups by stage
stage | registers [W] | clock network, W | logic, W
4_1_cts | 0.00148 | 0.00150 | 0.000552
5_1_grt | 0.00150 | 0.00157 | 0.000596
6_report | 0.00148 | 0.00148 | 0.000548
## per-layer routing
layer,part of all wire,track usage,vias up
met1,0.45,0.444,2502
met3,0.096,0.108,19
met2,0.44,0.394,186
met5,0,0,-
met4,0.016,0.0440,0
li1,-,-,2271
## how the worst max path moves through the flow
stage                         start  endpoint  slack [ns]
after CTS             read_index[2]     check        0.19
after global routing  read_index[2]     check        0.02
final                 read_index[2]     check        0.16
## stage by stage
step,TNS (ns),instance area (µm²)
after floorplan,0,7080
after global placement,-0.0967,7490
after detailed placement,-0.0842,7490
after CTS,0,8090
after global routing,0,8090
final,0,8090
## layout make-up
cell class                      count  area (µm²)  area share
Inverter                            6        22.5     0.00278
Sequential cell                   128        3200       0.396
Clock buffer                       22         474      0.0586
Clock inverter                     10         134      0.0165
Timing Repair Buffer               51         428      0.0529
Multi-Input combinational cell    414        3610       0.446
Tap cell                          180         225      0.0278
Power figures rest on the tool's default switching activity, not on a simulated workload.
