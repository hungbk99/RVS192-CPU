### /design/flow/config.mk
export PLATFORM = sky130hd
export DESIGN_NAME = Check_Set_L2
export DESIGN_NICKNAME = Check_Set_L2
export VERILOG_FILES = /design/flow/design.v
export SDC_FILE = /design/flow/constraint.sdc
export NUM_CORES = 4
export LEC_CHECK = 1
export CORE_UTILIZATION = 30
### /design/flow/design.v
package	RVS192_user_parameters;
	parameter	CACHE_BLOCK_SIZE = 64;	
	parameter	ICACHE_LINE = 128;				 
	parameter	ICACHE_WAY = 2;
	parameter	DCACHE_LINE = 32;				 
	parameter	DCACHE_WAY = 4;
	parameter 	DCACHE_WB_DEPTH = 10;
	parameter	L2_CACHE_LINE = 64;
	parameter 	L2_CACHE_WAY = 8;
	parameter 	L2_CACHE_WB_DEPTH = 16;
	parameter	GSHARE_HISTORY_LENGTH = 12;
	parameter 	LOCAL_HISTORY_LENGTH = 10;
	parameter	GSHARE_GPT_INDEX = 10;
	parameter 	LOCAL_LPT_INDEX = 10;
	parameter 	LOCAL_LHT_INDEX = 12;
	parameter 	BTB_INDEX = 8;
	parameter 	BTB_TAG_LENGTH = 30-BTB_INDEX;
endpackage
module	Check_Set_L2
#(
parameter	CHECK_LINE = 128,
parameter 	KIND = "VALID"
)
(
	output										inst_check,
	output 										data_check,
	input			[$clog2(CHECK_LINE)-1:0]	inst_index,
	input			[$clog2(CHECK_LINE)-1:0]	data_index,	
	input 										inst_set,
	input 										data_set,
	input										inst_clear,
	input										data_clear,
	input 										clk,
	input 										rst_n
);
	logic 	[CHECK_LINE-1:0]	CHECK;
	generate
	if(KIND == "VALID") 
	begin
		always_ff @(posedge clk or negedge rst_n)
		begin
			if(!rst_n)
				CHECK <= '0;
			else begin 
				if(inst_set)
					CHECK[inst_index] <= 1'b1;
				if(data_set)
					CHECK[data_index] <= 1'b1;
			end
		end
		assign 	inst_check = CHECK[inst_index];
		assign	data_check = CHECK[data_index];
	end 
	else if(KIND == "DIRTY") 
	begin
		always_ff @(posedge clk or negedge rst_n)
		begin
			if(!rst_n)
				CHECK <= '0;
			else if(data_set)
				CHECK[data_index] <= 1'b1;
			else
			begin
				if(data_clear)
				CHECK[data_index] <= 1'b0;
				if(inst_clear)
				CHECK[inst_index] <= 1'b0;			
			end
		end
		assign 	inst_check = CHECK[inst_index];	
		assign 	data_check = CHECK[data_index];	
	end
	endgenerate
endmodule
### /design/flow/constraint.sdc
current_design Check_Set_L2

set clk_period 5.4
set clk_io_pct 0.2

create_clock -name clk0 -period $clk_period [get_ports {clk}]

set non_clock_inputs [all_inputs -no_clocks]
set_input_delay [expr $clk_period * $clk_io_pct] -clock clk0 $non_clock_inputs
set_output_delay [expr $clk_period * $clk_io_pct] -clock clk0 [all_outputs]
### /design/flow/run.sh
#!/bin/bash
# OpenROAD 26Q1-2900-gdf79404cd8, Yosys 0.63+post, stock flow scripts
make -C /OpenROAD-flow-scripts/flow DESIGN_CONFIG=/design/flow/config.mk WORK_HOME=/design/flow/orfs finish
==> deck_impl_summary.md <==
Run Summary

Run status
  • Status: complete, no violations

Final timing
  • PnR worst setup slack: 724 ps
  • Max transition margin: between 40 and 50%
  • Total negative slack: 0 ps
  • RSZ-0062 raised after global routing: false
  • Final hold vios: 0
  • Hold Slack: ~500 ps
  • Slew @ Worst Pin: 849 ps
  • Clock period minus worst slack: 4680 ps
  • Fin crit share: ~87%
  • Max Clk Rate: approximately 210 MHz
  • Final Slew Violations: 0
  • Clock skew: 0 ps
  • Setup violations, final: 0

Pwr
  • Power Total: 3.56 mW
  • Leak Pwr: ~3.7 nW
  • Pwr dens: 388 nW/µm²
  • Peak VDD IR: roughly 0.2 mV

GRT
  • GRT Util Overall: 21.4%
  • Global-route wire length before repair: 43.5 mm
  • Largest net degree at the start of global routing: 52
  • Initial antenna violation count: 0
  • Grt total ovfl: 0
  • Vias in the first global route: 6760

Hold path
  • Min-delay worst type: reg2reg
  • HP Start: CHECK[30]$_DFF_PN0_

Clocking
  • CTS tree: done
  • Clock-pin slew on the worst setup and hold paths: 60 ps
  • Root Buffer: clkbuf_16
  • Worst skew pair latency: ~420 ps
  • Maximum clock path buffer count: 2
  • CTS Hold Bufs: 0
  • Htree depth: 4
  • Resize count post-CTS: 0
  • Post-CTS setup buffers: 0
  • Total clock sinks: 128
  • Total CTS buffers: 17

Critical path
  • CP required: 4320 ps
  • CP Launch Type: input pin
  • CP Max Fanout: 19
  • Worst Path Arrival: 3600 ps
  • Critical path endpoint category: output port
  • CP Class: in2out
  • Reg2Reg Launch Point: CHECK[0]$_DFF_PN0_
  • Worst Setup SP: data_index[0]
  • Flop2flop setup slack: roughly 4500 ps

Yosys
  • Synthesis area per yosys: slightly above 8000 µm²
  • Asr flop ratio synth: 100%
  • Area share, top type: 39.2%
  • Yosys cell count: 700
  • EDFF count, synth: 0
  • Dominant cell type by area after synthesis: dfrtp_1
  • Cells after Synth: 700
  • Sequential share of the synthesized area: 39.2%
  • Number of distinct library cells after synthesis: 71
  • Registers, synthesis: 128
  • Mean Syn Cell Area: 11.7 µm²
  • Synth warn: 1
  • Mapped Area: 8170 µm²
  • Top cells, area: dfrtp_1 39%, a221o_1 16%, mux4_2 13%
  • Dominant flop cell: dfrtp_1

Cells and area
  • Max FFs per register: about 130
  • Logic area: 4480 µm²
  • Fin cells: around 1100
  • Largest registers: CHECK (128)
  • Filler instances: 2579
  • Cell area after layout: 9180 µm²
  • Area growth syn-to-layout: 12.4%
  • Fin util: 34.2%
  • Register Area: 3200 µm²
  • Commonest cells after routing, fill and taps aside: 128 x dfrtp_1, 127 x a221o_1, 58 x nor2_1
  • Commonest Layout Cell: dfrtp_1
  • Layout cell share with drive strength beyond 1: approximately 21%
  • Largest Register: CHECK

Detailed routing
  • Post-route DRC: 0
  • ANT cells: 0
  • 1st-iter DRT viols: 888
  • Vias/cell: 6.47
  • Via count: 6817
  • Wire per inst: 27.1 µm
  • Drt pass-1 iters: 24
  • Antenna violation net count after detailed routing: 0
  • Wirelength, routed: 28.5 mm

Place
  • Place WS: 741 ps
  • Dpl cells: 1022
  • Area after DPL: 8580 µm²
  • Port bufs: 19
  • GP Congestion: 1.01
  • Hpwl dp: between 15 and 20 mm

Die
  • Die Width: 167 µm
  • Initial Utilization: slightly above 30%
  • Core Region: 26800 µm²
  • Site row count: 60
  • Die Area: between 20000 and 30000 µm²
  • Number of primary I/O pins: 22
  • Overall die height: between 150 and 200 µm

Job
  • Tool Warnings: 32
  • Max cap viols: 0
==> worst max-delay path, stage by stage <==
cell             delay [ps]
buf_2                   450
buf_4                   280
mux4_2                  540
a22oi_1                 210
a311oi_1                130
o41ai_2                 310
o31ai_1                 170
clkdlybuf4s50_1         430
==> report_power, final <==
part	switching, mW	internal [mW]
combinational	0.412	0.481
clock	0.454	0.738
sequential	0.254	1.22
total	1.12	2.44
==> routing by layer <==
| layer | track usage [%] | vias up | share of wire, % |
|---|---|---|---|
| met5 | 1.39 | - | 0.19 |
| met1 | 30.5 | 3461 | 41 |
| met3 | 8.40 | 52 | 12 |
| met4 | 5.11 | 2 | 2.9 |
| met2 | 31.2 | 444 | 44 |
| li1 | - | 2858 | - |
==> cell type report <==
cell class,instances,area share [%]
multi-input combinational,484,48.8
sequential,128,34.9
clock buffer,19,4.83
tap,341,4.65
timing repair buffer,43,4.01
clock inverter,12,1.72
inverter,26,1.06
==> final timing paths <==
check,endpoint,cells past startpoint
setup reg to reg,CHECK[0]$_DFF_PN0_,1
hold / removal,CHECK[30]$_DFF_PN0_,1
max in group asynchronous,CHECK[83]$_DFF_PN0_,2
min in group asynchronous,CHECK[66]$_DFF_PN0_,1
setup / recovery,data_check,8
hold reg to reg,CHECK[30]$_DFF_PN0_,1
==> cells in the mapped netlist (all sizes together) (3+ instances only) <==
cell type and count:
nor4 6, mux2i 7, buf 53, a311oi 5, clkbuf 9, ha 7, nand4 5, or3 4
a2111oi 3, o211ai 7, inv 25, mux4 52, o31ai 5, a21oi 7, nand3 22, mux2 18
a211oi 4, and3 4, nor3b 4, dfrtp 128, nand2 42, a221oi 6, or2 3, o21ai 8
nor2b 16, nor2 60, o41ai 3, xor2 3, a22oi 8, a31oi 6, nand2b 4, xnor2 6
nor3 6, a221o 127
==> cells by family after synthesis <==
group                    after synthesis  share of synthesized area (%)
AND-OR/OR-AND                        208                           23.4
AND/OR/NAND/NOR                      183                           11.4
flip-flops                           128                           39.2
buffers and inverters                 88                           6.08
multiplexers                          77                           18.0
XOR/XNOR                               9                          0.965
adder cells (fa/ha/maj)                7                           1.07
Power figures rest on the tool's default switching activity, not on a simulated workload.
