$ cat ./design.v
package	RVS192_user_parameters;
	parameter	CACHE_BLOCK_SIZE = 64;	
	parameter	ICACHE_LINE = 128;				 
	parameter	ICACHE_WAY = 2;
	parameter	DCACHE_LINE = 32;				 
	parameter	DCACHE_WAY = 4;
	parameter 	DCACHE_WB_DEPTH = 10;
	parameter	L2_CACHE_LINE = 64;
	parameter 	L2_CACHE_WAY = 8;
	parameter 	L2_CACHE_WB_DEPTH = 16;
	parameter	GSHARE_HISTORY_LENGTH = 12;
	parameter 	LOCAL_HISTORY_LENGTH = 10;
	parameter	GSHARE_GPT_INDEX = 10;
	parameter 	LOCAL_LPT_INDEX = 10;
	parameter 	LOCAL_LHT_INDEX = 12;
	parameter 	BTB_INDEX = 8;
	parameter 	BTB_TAG_LENGTH = 30-BTB_INDEX;
endpackage
module	Write_Buffer
#(
parameter	DATA_LENGTH = 32,
parameter	TAG_LENGTH = 30,
parameter 	WB_DEPTH =10,
parameter 	WORD_INDEX = 4
)
(
	output 	logic 	[DATA_LENGTH+TAG_LENGTH-1:0]	data_out,
	output 	logic 	[DATA_LENGTH-1:0]				data_hit,
	output 	logic 									full_flag,
													empty_flag,
													overflow_flag,
													underflow_flag,
													hit,
													wb_read_tag_hit,
	input	[DATA_LENGTH-1:0]						data_in,
	input 	[TAG_LENGTH-1:0]						tag_in,
	input 	[TAG_LENGTH-WORD_INDEX-1:0]				read_tag_in,		
	input											store,
													load,
													clk_l1,
													rst_n
);
	parameter	POINTER_WIDTH = $clog2(WB_DEPTH);
	logic	[DATA_LENGTH+TAG_LENGTH-1:0]	WB	[WB_DEPTH-1:0];
	logic												write_en,
														read_en;
	logic	[POINTER_WIDTH:0] 							w_ptr,
														r_ptr;
	logic	[POINTER_WIDTH-1:0]	 						w_addr,
														r_addr,
														hit_addr;
	logic 	[WB_DEPTH-1:0]	[TAG_LENGTH-1:0]			tag_check;									
	logic 	[WB_DEPTH-1:0]	[TAG_LENGTH-WORD_INDEX-1:0]	tag_check_read;		
	logic 	[WB_DEPTH-1:0]								valid;
	always_ff @(posedge clk_l1 or negedge rst_n)
	begin
		if(!rst_n)
			valid <= '0;
		else begin
			if(write_en)
				valid[w_addr] <= 1'b1;
			if(read_en)
				valid[r_addr] <= 1'b0;
		end
	end	
	always_ff @(posedge clk_l1 or negedge rst_n)
	begin
		if(!rst_n)
			w_ptr <= '0;
		else if(write_en && !hit)
			w_ptr <= w_ptr + 1'b1;
	end
	assign 	write_en = store && !full_flag;
	always_ff @(posedge clk_l1 or negedge rst_n)
	begin
		if(!rst_n)
			r_ptr <= '0;
		else if(read_en)
			r_ptr <= r_ptr + 1'b1;
	end		
	assign	read_en = load && !empty_flag;
	assign	w_addr = w_ptr[POINTER_WIDTH-1:0];
	assign	r_addr = r_ptr[POINTER_WIDTH-1:0];
	always_ff @(posedge clk_l1)
	begin
		if(write_en)
		begin
			if(hit)
				WB[hit_addr] <= {tag_in, data_in};
			else
				WB[w_addr] <= {tag_in, data_in};
		end
		data_out <= WB[r_addr];
		data_hit <= WB[hit_addr][DATA_LENGTH-1:0];
	end
	assign	full_flag = (w_ptr[POINTER_WIDTH-1:0] == r_ptr[POINTER_WIDTH-1:0]) && (w_ptr[POINTER_WIDTH] != r_ptr[POINTER_WIDTH]);
	assign 	empty_flag = w_ptr[POINTER_WIDTH:0] == r_ptr[POINTER_WIDTH:0];
	assign 	overflow_flag = full_flag && store;
	assign 	underflow_flag = empty_flag && load;
	always_comb	begin
		hit_addr = 'x;
		hit = '0;
		for(int i = 0; i < WB_DEPTH; i++)
		begin
			tag_check[i] = WB[i][DATA_LENGTH+TAG_LENGTH-1:DATA_LENGTH];
			if((tag_in == tag_check[i]) && valid[i])
			begin
			hit = 1'b1;
			hit_addr = i;
			end
		end
	end
	always_comb	begin
		wb_read_tag_hit = 1'b0;		
		for(int i = 0; i < WB_DEPTH; i++)
		begin
			tag_check_read[i] = tag_check[i][TAG_LENGTH-1:WORD_INDEX];
			if((read_tag_in == tag_check_read[i]) && valid[i])
				wb_read_tag_hit = 1'b1;
		end
	end
endmodule
$ cat ./run.sh
#!/bin/bash
# OpenROAD 26Q1-2900-gdf79404cd8, Yosys 0.63+post, stock flow scripts
make -C /OpenROAD-flow-scripts/flow DESIGN_CONFIG=/design/flow/config.mk WORK_HOME=/design/flow/orfs finish
$ cat ./config.mk
export PLATFORM = sky130hd
export DESIGN_NAME = Write_Buffer
export DESIGN_NICKNAME = Write_Buffer
export VERILOG_FILES = /design/flow/design.v
export SDC_FILE = /design/flow/constraint.sdc
export NUM_CORES = 4
export LEC_CHECK = 1
export CORE_UTILIZATION = 40
$ cat ./constraint.sdc
current_design Write_Buffer

set clk_period 28.0
set clk_io_pct 0.2

create_clock -name clk0 -period $clk_period [get_ports {clk_l1}]

set non_clock_inputs [all_inputs -no_clocks]
set_input_delay [expr $clk_period * $clk_io_pct] -clock clk0 $non_clock_inputs
set_output_delay [expr $clk_period * $clk_io_pct] -clock clk0 [all_outputs]
==> run notes <==
run metrics: Num Clock Sinks 1106, worst min path class flop to flop, top cells, area edfxtp_1 59%, mux4_2 14%, xnor2_1 7.6%, postcts setup bufs 0, Log Warnings 34, switching part of the total 30.1%, gate count of the mapped netlist 3038, H-Tree Depth 3, initial antenna violation count 5, GPL Wtd Cong 1.15, Post-Syn Area per Cell 16.7 um^2, cts hold-fix bufs 0, Unique cell types 65, CTS tree built, R2R Path Start WB[2][60], vias in the first global route 32125, Startpoint Class input pin, setup slack, reg-to-reg 21.30 ns, first-pass GRT wire length 268000 um, DIE WIDTH 358 um, skew final 0.0646 ns, Achievable Freq 0.0666 GHz, slew margin rel. 31.8%, CTS Root Cell clkbuf_16, Slew @ Worst Pin 1.02 ns, I/O pin total 192, Num CTS Buffers 118, Die ar. 128000 um^2, layout cell share with drive strength beyond 1 21.7%, final wirelength 196000 um, drt wl/cell 38.7 um, Total Power 5.32 mW, post-cts resize count 0, setup_tns 0 ns, # port buffers 191, Worst setup endpoint hit, final setup margin 12.98 ns, EDFF count, synth 992, Synth top cells by count 992 x edfxtp_1, 438 x xnor2_1, 310 x mux4_2, final setup violating endpoints 0, clk ins delay skew pair 0.77 ns, vias per cell 6.09, MaxCap Viol Count 0, initial core utilization 40.3%, critical path endpoint category primary output, DRT antenna net count 0, Comb power frac 27.7%, Critical Path Fanout Max 26, Commonest flop edfxtp_1, crit path DAT 9.42 ns, Flop pwr share 40.9%, Sw Pwr 1.60 mW, Hold Crit Depth 1, Via Count 30781, DR iter-0 viols 2639, clock buffer depth 3, Post-Syn Area 50600 um^2, number of core rows 130, fill count 10511, RSZ-0062 raised after global routing false, worst setup path startpoint tag_in[22], Power per Cell Area 89.8 nW/um^2, GR Layer Usage met1 50.3%, Internal Power 3.72 mW, Registers, synthesis 1106, utilization after layout 47.2%, register clock-pin slew on the reported worst setup and hold paths 0.06 ns, Leak 18.6 nW, reg2reg path depth 12, YS chip area 50600 um^2, # Cells Yosys 3038, HPWL after DPL 138000 um, fin crit share 53.7%, busiest grt layer met1, core box area 126000 um^2, synthesis-to-finish area growth 17.1%, global routing usage on met3 18.3%, GRT met2 Usage 46.6%, register area share after synthesis 63.6%, final hold violations 0, part of the power in the clock network 31.4%, all-layer global routing usage 33.7%, DR pass1 iterations 5, GR Overflow Total 0, critical path type input pin to primary output, status complete, no violations, Die Ht 358 um, Dominant cell area share 58.9%, DP Worst Slack 13.11 ns, Yosys warning total 1, Synth async-reset ratio 1.81%, r2r endpoint WB[0][54], min cycle time layout 15.02 ns, most common cell in the synthesized netlist edfxtp_1, Slew Viols, Final 0, largest net degree at the start of global routing 86, area leader, netlist edfxtp_1, drt drc 0, Max VDD drop 0.0000917 V, worst path required time 22.40 ns
-- through the flow --
| step | hold WS (ns) | cells | cell area (um^2) |
|---|---|---|---|
| floorplan | 0.498 | 3038 | 50600 |
| global placement | 0.522 | 4829 | 55000 |
| detailed placement | 0.528 | 4829 | 55000 |
| CTS | 0.539 | 5054 | 59200 |
| global route | 0.569 | 5054 | 59200 |
| finish | 0.535 | 5055 | 59200 |
-- per-layer routing --
layer / up-vias / share of wire, %
li1: 12730 / -
met1: 15934 / 39
met3: 257 / 14
met2: 1854 / 44
met4: 6 / 3.3
met5: - / 0.071
-- worst max-delay path, cell delays in order --
cell and delay (ns):
clkdlybuf4s50_1 0.40, buf_4 0.25, xnor2_1 0.64, nand4_1 0.19
or4_1 0.57, nor4_1 0.48, a2111o_1 0.38, or3_1 0.34
clkdlybuf4s50_1 0.55
-- flip-flops by register name, summed over array words and instances, names as in the netlist --
register	count
WB	992
data_hit	32
data_out	62
r_ptr	5
valid	10
w_ptr	5
-- cell type report --
class / instances / area, um^2 / share of cell area [%]
Antenna cell: 1 / 2.50 / 0.00423
Clock buffer: 164 / 3350 / 5.65
Clock inverter: 61 / 886 / 1.50
Inverter: 44 / 165 / 0.279
Multi-Input combinational cell: 1693 / 17500 / 29.6
Sequential cell: 1106 / 32200 / 54.4
Tap cell: 1650 / 2060 / 3.49
Timing Repair Buffer: 336 / 3050 / 5.15
-- power by group through the flow --
stage	logic, mW	clock network, mW	registers (mW)
global route	1.56	1.76	2.19
CTS	1.49	1.70	2.17
finish	1.47	1.67	2.18
-- cells by family after synthesis --
family / count (synthesis) / synth area share (%)
AOI/OAI and AO/OA: 253 / 3.82
buffers and inverters: 239 / 2.15
and+or+nand+nor: 545 / 6.42
DFF: 1106 / 63.6
xor gates and xnor gates: 574 / 9.94
muxes: 311 / 13.8
adders and majority gates: 10 / 0.247
-- worst min path at each step --
stage,slack [ns],from,endpoint
4_1_cts,0.54,r_ptr[4],r_ptr[4]
6_report,0.54,r_ptr[4],r_ptr[4]
5_1_grt,0.57,w_ptr[4],w_ptr[4]
-- cells in the final DEF, fill, tap and decap left out, types with 18 or more instances in the layout --
| cell | synthesis | layout |
|---|---|---|
| and3_1 | 38 | 38 |
| nand4_1 | 171 | 171 |
| inv_1 | 42 | 42 |
| xnor2_1 | 438 | 438 |
| nand3_1 | 20 | 18 |
| nor3_1 | 81 | 81 |
| or3b_2 | 25 | 25 |
| a311oi_1 | 32 | 32 |
| bufinv_16 | 0 | 18 |
| mux4_2 | 310 | 310 |
| clkbuf_8 | 0 | 20 |
| dfxtp_1 | 94 | 94 |
| a31oi_1 | 39 | 39 |
| clkdlybuf4s50_1 | 0 | 191 |
| a211oi_2 | 20 | 20 |
| clkbuf_1 | 101 | 25 |
| a21o_1 | 36 | 36 |
| o22ai_1 | 33 | 33 |
| xor2_1 | 136 | 136 |
| a21oi_1 | 24 | 23 |
| nor4_1 | 54 | 52 |
| o311ai_1 | 31 | 31 |
| edfxtp_1 | 992 | 992 |
| buf_4 | 22 | 141 |
| clkinv_2 | 0 | 24 |
| nor2_1 | 73 | 57 |
| clkbuf_16 | 0 | 119 |
Power figures rest on the tool's default switching activity, not on a simulated workload.
