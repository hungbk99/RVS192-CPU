<file path="flow/design.v">
package	RVS192_user_parameters;
	parameter	CACHE_BLOCK_SIZE = 64;	
	parameter	ICACHE_LINE = 128;				 
	parameter	ICACHE_WAY = 2;
	parameter	DCACHE_LINE = 32;				 
	parameter	DCACHE_WAY = 4;
	parameter 	DCACHE_WB_DEPTH = 10;
	parameter	L2_CACHE_LINE = 64;
	parameter 	L2_CACHE_WAY = 8;
	parameter 	L2_CACHE_WB_DEPTH = 16;
	parameter	GSHARE_HISTORY_LENGTH = 12;
	parameter 	LOCAL_HISTORY_LENGTH = 10;
	parameter	GSHARE_GPT_INDEX = 10;
	parameter 	LOCAL_LPT_INDEX = 10;
	parameter 	LOCAL_LHT_INDEX = 12;
	parameter 	BTB_INDEX = 8;
	parameter 	BTB_TAG_LENGTH = 30-BTB_INDEX;
endpackage
module	RANDOM
#(parameter	RANDOM_BIT = 4, RANDOM_LINE = 128)
(
	output			logic	[RANDOM_BIT-1:0]	replace_way,	
	input 			[RANDOM_BIT-1:0]			valid,
	input 			[RANDOM_BIT-1:0]			hit,
	input 										clk_l1,
	input 										rst_n
);
	logic [RANDOM_BIT-1:0]			replace_way_buf;
	logic [$clog2(RANDOM_BIT)-1:0]	random_num;	
	always_ff @(posedge clk_l1 or negedge rst_n)
	begin
		if(!rst_n)
			random_num <= '0;
		else if(~hit)
			random_num <= random_num + 1'b1;
	end
	always_comb	begin
		replace_way_buf = '0;
		for(int i = 0; i < RANDOM_BIT; i++)
		begin
			if(valid[i] == 1'b0)
				replace_way_buf = 1<<i;
		end
	end	
	assign	replace_way = (&hit)	?	(1<<random_num)	: replace_way_buf;
endmodule
</file>
<file path="flow/run.sh">
#!/bin/bash
# OpenROAD 26Q1-2900-gdf79404cd8, Yosys 0.63+post, stock flow scripts
make -C /OpenROAD-flow-scripts/flow DESIGN_CONFIG=/design/flow/config.mk WORK_HOME=/design/flow/orfs finish
</file>
<file path="flow/config.mk">
export PLATFORM = sky130hd
export DESIGN_NAME = RANDOM
export DESIGN_NICKNAME = RANDOM
export VERILOG_FILES = /design/flow/design.v
export SDC_FILE = /design/flow/constraint.sdc
export NUM_CORES = 4
export LEC_CHECK = 1
export CORE_AREA = 10 10 70 70
export DIE_AREA = 0 0 80 80
</file>
<file path="flow/constraint.sdc">
current_design RANDOM

set clk_period 1.2
set clk_io_pct 0.2

create_clock -name clk0 -period $clk_period [get_ports {clk_l1}]

set non_clock_inputs [all_inputs -no_clocks]
set_input_delay [expr $clk_period * $clk_io_pct] -clock clk0 $non_clock_inputs
set_output_delay [expr $clk_period * $clk_io_pct] -clock clk0 [all_outputs]
</file>
==> results.txt <==
impl run done, here's what came out: Post-route DRC=0, Vias/cell=~2.5, Cells after DPL=about 80, Iter 0 DRT Violations=7, diode count=0, asr flop ratio synth=1.00, worst hold slack=between 0.15 and 0.2 ns, Seq. cell area=50.0 um^2, synth cell count leaders=4 x ha_1, 4 x mux2_2, 3 x inv_1, yosys stat area=around 220 um^2, maxcap violations=0, Routed WL=between 700 and 800 um, first-pass GRT wire length=~1100 um, floorplan utilization=0.0648, Clock Sinks=2, pwr/cell area=1600 nW/um^2, initial antenna violation count=0, Chip Area=~6400 um^2, Tool Warnings=30, Buf+Inv Stages, Crit Path=2, CP Cell Sequence=buf_4, ha_4, mux2_4, buf_6, TritonCTS clock tree=done, fraction of layout cells with a size suffix above 1=0.644, number of I/O port buffers=13, Max Transition Viols Final=0, Max transition margin=0.929, Area leader share=0.226, top flop regs=random_num: 2 flops, CP Class=reg -> out, DP HPWL=just under 500 um, Peak Freq=0.652 GHz, Synth warnings=1, Core Footprint=roughly 3400 um^2, Die X-Extent=80 um, die height=~80 um, CP delay by family, top=flip-flops, P&R area growth vs syn=151%, failing checks=setup timing, Synth Flop Type=dfrtp_1, final hold vios=0, Top reg by flops=random_num, Design Power=between 800 and 900 uW, ys flops=2, area leader, netlist=dfrtp_1, largest net degree at the start of global routing=6, Root Driver=clkbuf_4, ys cells=19, GRT Total Usage=0.0225, Largest register FFs=2, GPL Wtd Cong=just over 0.7, drt pass-1 iters=2, slowest CP cell=dfrtp_1, Leak=approximately 0.26 nW, CTS buffer count=3, status=finished, violations left, maximum VDD drop=~0.28 mV, RSZ-0062 raised after global routing=true, routed via count=231, fin crit period=approximately 1.5 ns, Post-Layout Cell Count=just over 90, startpoint class of the critical path=register, final core occ=0.163, skew final=~0.0014 ns, Post-synth seq share=0.226, setup slack after layout=-0.333 ns, Overflow after GRT=0, IO Count=14, top cells by area, synth=dfrtp_1 23%, ha_1 23%, mux2_2 20%, Slew @ Worst Pin=a little over 0.1 ns, Worst Setup End Kind=output pin, Syn Inst Count=19, required time of the critical path=0.96 ns, final period utilization=1.28, Place WS=-0.652 ns, clk ins delay skew pair=roughly 0.23 ns, syn avg cell area=between 10 and 15 um^2, number of global-route vias before repair=about 270, CP peak stage delay=roughly 0.4 ns, wire per inst=~7.8 um, setup_tns=-1.19 ns, Worst EP arrival=approximately 1.3 ns, clock-pin slew on the worst setup and hold paths=around 0.03 ns, CTS H-Tree Depth=1, final tally of setup violations=4, FP Rows=21, number of synthesized flops with an enable pin=0, Placed Area=approximately 420 um^2, Clock Tree Buf Depth=2, ANT nets after route=0, Filler Cell Count=between 300 and 400, Crit Path Max Fanout=4, HP Class=in -> async, Netlist cell types=10, multi-input logic area=about 200 um^2, post-route cell area=roughly 560 um^2, CTS Hold Buffers Added=0, mapped cell area=roughly 220 um^2
## routing by layer
layer | up-vias | track usage | routed length, um
li1 | 118 | - | -
met3 | 2 | 0.0250 | 179
met1 | 95 | 0.0279 | 312
met4 | 0 | 0.00704 | 10
met5 | - | 0 | 0
met2 | 16 | 0.0233 | 208
## layout by cell type, fill, tap and decap left out, types with 2 or more instances in the layout
| cell type | Yosys | routed |
|---|---|---|
| dlygate4sd2_1 | 0 | 7 |
| dfrtp_1 | 2 | 2 |
| clkbuf_4 | 0 | 3 |
| ha_4 | 0 | 3 |
| buf_6 | 0 | 5 |
| mux2_2 | 4 | 3 |
| inv_2 | 0 | 3 |
| buf_2 | 0 | 3 |
| clkdlybuf4s50_1 | 0 | 2 |
| buf_4 | 0 | 5 |
## worst paths after layout
path	depth (start not counted)	startpoint	slack, ns	to
setup / recovery	4	random_num[1]$_DFFE_PN0P_	-0.33	replace_way[2]
hold / removal	1	rst_n	0.18	random_num[0]$_DFFE_PN0P_
setup reg to reg	4	random_num[0]$_DFFE_PN0P_	0.05	random_num[1]$_DFFE_PN0P_
hold reg to reg	1	random_num[1]$_DFFE_PN0P_	0.58	random_num[1]$_DFFE_PN0P_
max in group asynchronous	1	rst_n	0.90	random_num[1]$_DFFE_PN0P_
min in group clk0	1	random_num[1]$_DFFE_PN0P_	0.58	random_num[1]$_DFFE_PN0P_
## power by group
group	total, mW	internal (mW)	switching, mW
registers	0.139	0.105	0.0346
logic	0.601	0.393	0.208
clock network	0.150	0.110	0.0400
## logic make-up (layout without fill, tap and decap cells)
family / Yosys count / in the layout / synth area share
buf+inv: 3 / 29 / 0.0508
simple gates: 4 / 4 / 0.209
xor+xnor: 1 / 1 / 0.0396
fa+ha+maj: 4 / 4 / 0.226
mux: 5 / 5 / 0.249
flops: 2 / 2 / 0.226
## final cells by class
| type | instances | area share |
|---|---|---|
| clock buffer | 3 | 0.0405 |
| inverter | 3 | 0.0203 |
| multi-input combinational | 14 | 0.367 |
| sequential | 2 | 0.0901 |
| tap | 46 | 0.104 |
| timing repair buffer | 23 | 0.378 |
## repair_timing
| item | 4_1_cts | 5_1_grt |
|---|---|---|
| resized | 34 | 1 |
| endpoints found under the setup margin | 5 | 4 |
| pin swaps | 2 | 1 |
| setup buffers | 8 | 0 |
| hold endpoints to repair | 0 | 0 |
Power is estimated from default activity; no workload was simulated.
